==> design.v <==
`timescale 1ns / 1ps
module adder(input a , input b ,output  sum,output  cout);
assign sum=a^b;
assign cout = a&b;
endmodule
module fulladder(input x, input y,input cin,output wire c_out,output wire sum_out );
wire carry1;
wire carry2;
wire sum1;
assign c_out =  carry1 | carry2;
adder a1(.a(x),.b(y),.sum(sum1),.cout(carry1));
adder a2(.a(sum1),.b(cin),.sum(sum_out),.cout(carry2));
endmodule
module multiplier(input [1:0] a,input [1:0] b,output [3:0]f );
assign f[0]=a[0]&b[0];
assign k1=a[0]&b[1];
assign k2=a[1]&b[0];
assign k3=a[1]&b[1];
parameter l=2'b00;
wire p;
fulladder s1(.x(k1),.y(k2),.cin(0),.c_out(p),.sum_out(f[1]));
fulladder s2(.x(k3),.y(l),.cin(p),.c_out(f[3]),.sum_out(f[2]));
endmodule
module ripple(input [1:0] p,input [1:0] q,input c_in,output [3:0] sum_out);
wire take1;
assign sum_out[3]=0;
fulladder f1(.x(p[0]),.y(q[0]),.cin(c_in),.c_out(take1),.sum_out(sum_out[0]));
fulladder f2(.x(p[1]),.y(q[1]),.cin(take1),.c_out(sum_out[2]),.sum_out(sum_out[1]));
endmodule
module subt(input [1:0]a,input [1:0]b,output [3:0]f );
assign f[3]=0;
wire h,j,g;
fulladder f1(.x(a[0]), .y(~b[0]),.cin(1),.c_out(h),.sum_out(f[0]) );
fulladder f2(.x(a[1]), .y(~b[1]),.cin(h),.c_out(j),.sum_out(f[1]) );
fulladder f3(.x(0),.y(1),.cin(j),.c_out(g),.sum_out(f[2]) );
endmodule
module alu(input wire [1:0] a,input wire [1:0] b,input wire [2:0] s,input clk,output reg [3:0] f);
wire  [3:0] c ;
wire [3:0] d ;
wire [3:0] e;
multiplier m1(.a(a),.b(b),.f(c));
ripple r1(.p(a),.q(b),.c_in(0),.sum_out(d));
subt s8(.a(a),.b(b),.f(e));
always  @ (posedge clk)
begin
f=0;
case(s)
        0:
            begin
            f[0] <= a[0]&b[0];
            f[1] <= a[1]&b[1];
            f[2]<=0;
            f[3]<=0;
            end
        1:
            begin
            f[0] = a[0]^b[0];
            f[1] = a[1]^b[1];
            f[2]=0;
            f[3]=0;
            end
         2:
            begin
            f[0]= a[0] | b[0];
            f[1] =a[1] | b[1];
            f[2]=0;
            f[3]=0;
            end
           3:
             begin
                  f[0] = ~(a[0]&b[0]);
                  f[1] = ~(a[1]&b[1]);
                  f[2]=0;
                  f[3]=0;
             end
            4:
                  begin
                        f<=c;
                    end
            5:
                     begin
                             f<=d;
                    end
            6:
                    begin
                            f<=e;
                    end
endcase
end
endmodule
==> run.sh <==
#!/bin/bash
# OpenROAD 26Q1-2900-gdf79404cd8, Yosys 0.63+post, stock flow scripts
make -C /OpenROAD-flow-scripts/flow DESIGN_CONFIG=/design/flow/config.mk WORK_HOME=/design/flow/orfs finish
==> config.mk <==
export PLATFORM = sky130hd
export DESIGN_NAME = alu
export DESIGN_NICKNAME = alu
export VERILOG_FILES = /design/flow/design.v
export SDC_FILE = /design/flow/constraint.sdc
export NUM_CORES = 4
export LEC_CHECK = 1
export CORE_AREA = 10 10 70 70
export DIE_AREA = 0 0 80 80
==> constraint.sdc <==
current_design alu

set clk_period 2.6
set clk_io_pct 0.2

create_clock -name clk0 -period $clk_period [get_ports {clk}]

set non_clock_inputs [all_inputs -no_clocks]
set_input_delay [expr $clk_period * $clk_io_pct] -clock clk0 $non_clock_inputs
set_output_delay [expr $clk_period * $clk_io_pct] -clock clk0 [all_outputs]
==> reports/qor.txt <==
Clock slew at reported path FFs: 0.04 ns
Initial antenna violation count: 0
Max reg flops: 4
I/O pins: 12
HPWL Detailed: 716 µm
CP Data Required Time: 2.71 ns
Worst hold slack: 1.11 ns
Cell Pwr Density: 363 nW/µm²
Via count: 330
Endpoints failing hold: 0
Synth Cell Area: 393 µm²
Max-slew headroom: 0.776
Fill cell count: 399
Avg Cell Area, Syn: 9.14 µm²
HP Class: in2reg
Init Core Util: 0.115
Status: finished, final reports clean
Post-CTS resize count: 0
Worst Hold End: f[2]
Non-filler cells, final: 101
Iteration count of the initial detailed-routing pass: 3
Cts hold-fix bufs: 0
WS Path Type: in2reg
Maximum clock frequency: 0.457 GHz
Largest net degree at the start of global routing: 11
CTS buffer count: 3
Largest Register: f
Log Warnings: 28
Port bufs: 11
Yosys cell count: 43
Inst Count DP: 98
Worst Tran Pin Value: 0.336 ns
Clock Sinks: 4
Top flop regs: f: 4 flops
RSZ-0062 raised after global routing: no
Core box area: 3420 µm²
DRT iter0 DRCs: 9
Top Layout Cells: clkdlybuf4s50_1, inv_1, ha_1
Cells after synthesis: 43
DIE HEIGHT: 80 µm
DRC viols: 0
CTS tree: yes
Number of global-route vias before repair: 311
Total grt overflow: 0
GP Congestion: 0.785
Setup total negative slack: 0 ns
Post-route cell area: 567 µm²
#FFs+latches synth: 4
Post-layout min period: 2.19 ns
Cycle use final: 0.841
Diode count: 0
HP Start: s[2]
Peak supply drop: 0.0938 mV
Wire per inst: 8.29 µm
First-pass GRT wire length: 1360 µm
Area of placed instances: 544 µm²
Slew Limit Fails: 0
Cell leakage power: 0.253 nW
Num rows: 21
Bufs on Longest Clock Path: 2
WL final: 837 µm
Yosys warns: 9
Root Driver: clkbuf_4
Post-CTS Setup Inserts: 0
Vias/cell: 3.27
Area growth, synth to finish: 44.3%
CP Launch Type: input port
Crit path DAT: 2.29 ns
Most frequent logic cell in the layout: clkdlybuf4s50_1
Die X: 80 µm
Max_cap viols: 0
Register share after synthesis: 0.204
Die Size: 6400 µm²
Layout cell share with drive strength beyond 1: 0.0727
Final setup viols: 0
Antenna viol nets, final: 0
Yosys stat area: 393 µm²
Worst Hold Depth: 2
Critical path peak fanout: 3
H-Tree Depth: 1
Gr usage total: 0.0260
Yosys cell types: 18
Nature of the critical path endpoint: flop
-- layer usage --
layer | track usage | vias up | wire (µm)
li1 | - | 166 | -
met1 | 0.0310 | 157 | 335
met2 | 0.0401 | 7 | 393
met3 | 0.0136 | 0 | 108
met4 | 0.00704 | 0 | 0
met5 | 0 | - | 0
-- power by group --
group / internal [W] / switching [W]
Clock: 0.0000516 / 0.0000244
Combinational: 0.0000361 / 0.0000253
Sequential: 0.0000673 / 0.00000115
Total: 0.000155 / 0.0000508
-- metrics by stage --
step | power (W) | util | worst slack, ns
2_1_floorplan | 0.000103 | - | 0.742
3_5_place_dp | 0.000132 | 0.159 | 0.161
4_1_cts | 0.000212 | 0.166 | 0.412
6_report | 0.000206 | 0.166 | 0.414
3_3_place_gp | 0.000130 | 0.159 | 0.151
5_1_grt | 0.000228 | 0.166 | 0.351
-- worst max-delay path by stage --
| stage | from | end | slack (ns) |
|---|---|---|---|
| 4_1_cts | a[0] | f[1] | 0.41 |
| 5_1_grt | a[0] | f[1] | 0.35 |
| 6_report | b[0] | f[1] | 0.41 |
-- area by class of cell --
type | instances | area (µm²) | area share
Sequential cell | 4 | 80.1 | 0.141
Timing Repair Buffer | 11 | 110 | 0.194
Multi-Input combinational cell | 29 | 267 | 0.470
Inverter | 8 | 30.0 | 0.0530
Tap cell | 46 | 57.6 | 0.102
Clock buffer | 3 | 22.5 | 0.0397
-- cell families (layout without fill, tap and decap cells) --
logic type	Yosys count	after routing	synth area share
and+or+nand+nor	11	11	0.137
buffers and inverters	10	22	0.118
adders and majority gates	9	9	0.325
AOI/OAI and AO/OA	6	6	0.108
DFF	4	4	0.204
muxes	3	3	0.108
-- critical path, stage by stage --
cell	delay [ns]
clkdlybuf4s50_1	0.50
ha_1	0.21
inv_1	0.07
fa_1	0.47
a21oi_1	0.06
mux4_2	0.45
-- synthesized netlist by cell type (all sizes together) --
master / number / share of area
a221o: 1 / 0.025
buf: 2 / 0.041
ha: 7 / 0.22
fa: 2 / 0.10
mux4: 1 / 0.057
a21oi: 2 / 0.025
nor3b: 1 / 0.019
inv: 8 / 0.076
and3: 1 / 0.016
a211oi: 1 / 0.019
nand2: 2 / 0.019
o21a: 1 / 0.019
o31ai: 1 / 0.019
dfxtp: 4 / 0.20
or4b: 1 / 0.025
mux2i: 2 / 0.051
nor2: 6 / 0.057
Power and IR drop assume default switching activity.
